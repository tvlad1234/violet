==> flow/design.v <==
`default_nettype none
module top_violet_example(
    input wire i_clk,
    input wire nrst,
    input wire uart_rx,
    output wire uart_tx
  );
  reg rst;
  always @(posedge i_clk)
  begin
    rst <= ~nrst;
  end
  localparam clock_freq = 25000000;  
  localparam baudrate = 9600;  
  reg [15:0] leds, display;
  wire [15:0] buttons;
  violet #(.BAUD_DIV(clock_freq / baudrate)) u_vio(i_clk, rst, leds, display, buttons, uart_rx, uart_tx);
  reg [30:0] div_cnt;
  always @(posedge i_clk)
  begin
    if(!rst)
    begin
      if(div_cnt == (clock_freq/10))
      begin
        div_cnt <= 1;
        if(buttons[14])
        begin
          leds <= {leds[0], leds[15:1]};
          display <= display - 1;
        end
        else
        begin
          leds <= {leds[14:0], leds[15]};
          display <= display + 1;
        end
      end
      else
        div_cnt <= div_cnt + 1;
    end
    else
    begin
      div_cnt <= 1;
      leds <= 1;
      display <= 0;
    end
  end
endmodule
`default_nettype none
module command_rx #(parameter BAUD_DIV = 128)
  (
    input wire i_clk,
    input wire rst,
    input wire uart_rx,
    output reg cmd_en,
    output reg [7:0] cmd_addr,
    output reg [15:0] cmd_data
  );
  wire rx_err, rx_avail;
  reg rx_ack;
  wire [7:0] rx_data;
  rx #(.BAUD_DIV(BAUD_DIV)) u_rx (i_clk, rst, uart_rx, rx_ack, rx_data, rx_err, rx_avail);
  localparam state_reset  = 4'd0;
  localparam state_idle   = 4'd1;
  localparam state_ack_r  = 4'd2;
  localparam state_wait_d = 4'd3;
  localparam state_ack_d  = 4'd4;
  reg [3:0] currentState;
  reg [1:0] bytes_to_receive;
  always @(posedge i_clk)
  begin
    if(!rst)
    begin
      case (currentState)
        state_reset :
        begin
          rx_ack <= 0;
          cmd_en <= 0;
          cmd_addr <= 0;
          cmd_data <= 0;
          currentState <= state_idle;
        end
        state_idle :
        begin
          cmd_en <= 0;
          if (rx_avail)
          begin
            rx_ack <= 1;
            cmd_addr <= rx_data;
            currentState <= state_ack_r;
            bytes_to_receive <= 2;
          end
          else
            currentState <= state_idle;
        end
        state_ack_r :
        begin
          rx_ack <= 0;
          currentState <= state_wait_d;
        end
        state_wait_d :
        begin
          if (rx_avail)
          begin
            rx_ack <= 1;
            bytes_to_receive <= bytes_to_receive - 1;
            cmd_data <= {rx_data, cmd_data[15:8]};
            currentState <= state_ack_d;
          end
          else
            currentState <= state_wait_d;
        end
        state_ack_d :
        begin
          rx_ack <= 0;
          if(bytes_to_receive == 0)
          begin
            currentState <= state_idle;
            cmd_en <= 1;
          end
          else
            currentState <= state_wait_d;
        end
        default :
          currentState <= state_reset;
      endcase
    end
    else
      currentState <= state_reset;
  end
endmodule
`default_nettype none
module rx #(parameter OVERSAMP = 16, parameter BAUD_DIV = 2)
  (
    input wire i_clk,
    input wire i_rst,
    input wire i_rx,
    input wire i_ack,
    output reg [7:0] o_data,
    output reg o_err,
    output reg o_avail
  );
  localparam CLK_PER_BIT = BAUD_DIV / OVERSAMP;
  reg [15:0] baud_cnt, oversamp_cnt;
  reg [7:0] data_reg;
  reg [3:0] bits_to_receive;
  reg [3:0] currentState;
  localparam state_reset = 3'd0;
  localparam state_idle = 3'd1;
  localparam state_startbit = 3'd2;
  localparam state_rx = 3'd3;
  localparam state_stopbit = 3'd4;
  reg r_rx_d, r_rx;
  always @(posedge i_clk)
  begin
    r_rx_d <= i_rx;
    r_rx <= r_rx_d;
    if(!i_rst)
    begin
      case (currentState)
        state_reset :
        begin
          o_data <= 0;
          o_avail <= 0;
          o_err <= 0;
          currentState <= state_idle;
        end
        state_idle :
        begin
          data_reg <= 0;
          if(i_ack)
          begin
            o_avail <= 0;
            o_err <= 0;
          end
          if(!r_rx)
          begin
            bits_to_receive <= 8;
            baud_cnt <= 1;
            oversamp_cnt <= 1;
            currentState <= state_startbit;
          end
        end
        state_startbit :
        begin
          if(baud_cnt == CLK_PER_BIT)
          begin
            baud_cnt <= 1;
            if(oversamp_cnt == OVERSAMP)
            begin
              oversamp_cnt <= 1;
              bits_to_receive <= bits_to_receive - 1;
              currentState <= state_rx;
            end
            else
            begin
              oversamp_cnt <= oversamp_cnt+1;
              if(oversamp_cnt == OVERSAMP >> 1 && r_rx)
              begin
                o_err <= 1;
                currentState <= state_idle;
              end
            end
          end
          else
            baud_cnt <= baud_cnt + 1;
        end
        state_rx:
        begin
          if(baud_cnt == CLK_PER_BIT)
          begin
            baud_cnt <= 1;
            if(oversamp_cnt == OVERSAMP)
            begin
              oversamp_cnt <= 1;
              if(bits_to_receive != 0)
                bits_to_receive <= bits_to_receive - 1;
              else
                currentState <= state_stopbit;
            end
            else
            begin
              if(oversamp_cnt == OVERSAMP >> 1)
                data_reg <= {r_rx, data_reg[7:1]};
              oversamp_cnt <= oversamp_cnt + 1;
            end
          end
          else
            baud_cnt <= baud_cnt + 1;
        end
        state_stopbit:
        begin
          if(baud_cnt == CLK_PER_BIT)
          begin
            baud_cnt <= 1;
            if(oversamp_cnt == OVERSAMP)
            begin
              oversamp_cnt <= 1;
              currentState <= state_idle;
              if(!o_err)
              begin
                o_data <= data_reg;
                o_avail <= 1;
              end
            end
            else
            begin
              if(oversamp_cnt == OVERSAMP >> 1 && !r_rx)
                o_err <= 1;
              oversamp_cnt <= oversamp_cnt+1;
            end
          end
          else
            baud_cnt <= baud_cnt + 1;
        end
        default:
          currentState <= state_reset;
      endcase
    end
    else
      currentState <= state_reset;
  end
endmodule
`default_nettype none
module tx #(parameter BAUD_DIV = 217)
  (
    input wire i_clk,
    input wire i_rst,
    input wire i_go,
    input wire [7:0] i_data,
    output reg o_tx,
    output reg o_ready
  );
  localparam state_reset = 3'd0;
  localparam state_idle = 3'd1;
  localparam state_startbit = 3'd2;
  localparam state_tx = 3'd3;
  localparam state_stopbit = 3'd4;
  reg [7:0] data_reg;
  reg [3:0] currentState;
  reg [3:0] bits_to_send;
  reg [15:0] baud_cnt;
  always @(posedge i_clk)
  begin
    if(!i_rst)
    begin
      case (currentState)
        state_reset:  
        begin
          o_ready <= 1;
          currentState <= state_idle;
          o_tx <= 1;
        end
        state_idle:  
        begin
          if(i_go)
          begin
            bits_to_send <= 8;
            o_ready <= 0;
            baud_cnt <= 1;
            data_reg <= i_data;
            o_tx <= 0;  
            currentState <= state_startbit;
          end
          else
            currentState <= state_idle;
        end
        state_startbit :
        begin
          if(baud_cnt == BAUD_DIV)
          begin
            o_tx <= data_reg[0];
            data_reg <= data_reg >> 1;
            bits_to_send <= bits_to_send - 1;
            currentState <= state_tx;
            baud_cnt <= 1;
          end
          else
            baud_cnt <= baud_cnt + 1;
        end
        state_tx:
        begin
          if(baud_cnt == BAUD_DIV)
          begin
            if(bits_to_send != 0)
            begin
              o_tx <= data_reg[0];
              data_reg <= data_reg >> 1;
              bits_to_send <= bits_to_send - 1;
              currentState <= state_tx;
            end
            else
            begin
              currentState <= state_stopbit;
              o_tx <= 1;  
            end
            baud_cnt <= 1;
          end
          else
            baud_cnt <= baud_cnt + 1;
        end
        state_stopbit:
        begin
          if(baud_cnt == BAUD_DIV)
          begin
            o_ready <= 1;
            currentState <= state_idle;
          end
          else
            baud_cnt <= baud_cnt + 1;
        end
        default:
          currentState <= state_reset;
      endcase
    end
    else
    begin
      currentState <= state_reset;
      o_ready <= 0;
    end
  end
endmodule
`default_nettype none
module violet #(parameter BAUD_DIV=128)
  (
    input wire i_clk,
    input wire rst,
    input wire [15:0] leds,
    input wire [15:0] display,
    output reg [15:0] buttons,
    input wire uart_rx,
    output wire uart_tx
  );
  reg [15:0] requested_reg, out_reg;
  reg [7:0] tx_data;
  wire tx_ready;
  reg tx_go;
  tx #(.BAUD_DIV(BAUD_DIV)) u_tx(i_clk, rst, tx_go, tx_data, uart_tx, tx_ready);
  localparam cmd_leds = 8'd1;
  localparam cmd_display = 8'd3;
  localparam cmd_btn = 8'd2;
  wire cmd_en;  
  wire [15:0] cmd_data;  
  wire [7:0] cmd_addr;  
  command_rx #(.BAUD_DIV(BAUD_DIV)) cmd(i_clk, rst, uart_rx, cmd_en, cmd_addr, cmd_data);
  reg tx_request;
  always @(posedge i_clk)
  begin
    if(!rst)
    begin
      if (cmd_en)
      begin
        case (cmd_addr)
          cmd_leds :
          begin
            requested_reg <= leds;
            tx_request <= 1;
          end
          cmd_display :
          begin
            requested_reg <= display;
            tx_request <= 1;
          end
          cmd_btn :
          begin
            buttons <= cmd_data;
            tx_request <= 0;
          end
          default:
            tx_request <= 0;
        endcase
      end
      else
        tx_request <= 0;
    end
    else
    begin
      buttons <= 0;
      tx_request <= 0;
    end
  end
  localparam state_reset  = 4'd0;
  localparam state_idle   = 4'd1;
  localparam state_tx  = 4'd2;
  localparam state_wait = 4'd3;
  reg [3:0] currentState;
  reg [1:0] bytes_to_send;
  always @(posedge i_clk)
  begin
    if(!rst)
    begin
      case (currentState)
        state_reset:
        begin
          tx_go <= 0;
          tx_data <= 0;
          currentState <= state_idle;
        end
        state_idle:
        begin
          if(tx_request)
          begin
            currentState <= state_tx;
            out_reg <= requested_reg;
            bytes_to_send <= 2;
          end
          else
            currentState <= state_idle;
        end
        state_tx:
        begin
          tx_data <= out_reg[7:0];
          bytes_to_send <= bytes_to_send - 1;
          tx_go <= 1;
          currentState <= state_wait;
        end
        state_wait:
        begin
          if(tx_ready)
          begin
            tx_go <= 0;
            if(bytes_to_send == 0)
              currentState <= state_idle;
            else
            begin
              out_reg <= {0, out_reg[15:8]};
              currentState <= state_tx;
            end
          end
          else
            currentState <= state_wait;
        end
        default:
          currentState <= state_reset;
      endcase
    end
    else
    begin
      currentState <= state_reset;
    end
  end
endmodule
==> flow/run.sh <==
#!/bin/bash
# OpenROAD 26Q1-2900-gdf79404cd8, Yosys 0.63+post, stock flow scripts
make -C /OpenROAD-flow-scripts/flow DESIGN_CONFIG=/design/flow/config.mk WORK_HOME=/design/flow/orfs finish
==> flow/config.mk <==
export PLATFORM = sky130hd
export DESIGN_NAME = top_violet_example
export DESIGN_NICKNAME = top_violet_example
export VERILOG_FILES = /design/flow/design.v
export SDC_FILE = /design/flow/constraint.sdc
export NUM_CORES = 4
export LEC_CHECK = 1
export CORE_UTILIZATION = 40
==> flow/constraint.sdc <==
current_design top_violet_example

set clk_period 7.4
set clk_io_pct 0.2

create_clock -name clk0 -period $clk_period [get_ports {i_clk}]

set non_clock_inputs [all_inputs -no_clocks]
set_input_delay [expr $clk_period * $clk_io_pct] -clock clk0 $non_clock_inputs
set_output_delay [expr $clk_period * $clk_io_pct] -clock clk0 [all_outputs]
==> metrics.cfg <==
[run_status]
status = finished clean

[floorplan]
fp_util = 0.4088
die_h_um = 165.2
dieArea_um2 = 27290
row_count = 59
chipWidth_um = 165.2
core_um2 = 26060
io_pins = 4

[routing]
avgRoutedWirePerCell_um = 12.91
first_iter_violations = 431
drc = 0
ant_nets = 0
vias = 6891
num_antenna_cells = 0
wl_um = 17590
vias_per_cell = 5.056
firstDrtPassIters = 6

[worst_setup_path]
crit_required_ps = 7800
critical_path_class = register to register
critical_path_arrival_ps = 3700
crit_fanout = 24
critPathLaunchType = register
crit_path_end_kind = register

[sta]
finalSetupTns_ps = 0
finalCriticalPeriod_ps = 3293
hold_viol = 0
period_used_share = 0.4450
drv_slew = 0
skew_ps = 14.42
setup_viol_count_final = 0
max_freq_mhz = 303.7
slew_headroom = 0.4751
rsz0062_at_grt = no
tightest_slew_ps = 787.4

[clock_network]
clock-sinks = 224
cts_setup_buffers = 0
cts_htree_levels = 1
max-clock-path-buffers = 3
insertion_delay_ps = 520
numCtsBuffers = 25
cts_tree = done
post_cts_resized = 0
root_buffer = clkbuf_16
holdBufCountCts = 0
path_clk_slew_ps = 60

[flow_run]
drv_cap = 0
tool_warnings = 30

[final_layout]
regMostFlops = div_cnt
largest_reg_flops = 31
syn_to_final_growth_pct = 11.07
final_common_cell = nor2_1
drive_gt1_frac = 0.09144
layout_top_cells = nor2_1 (141), edfxtp_1 (139), nand2_1 (91)
postLayoutCoreUtil = 0.4541
fin_cells = 1363

[global_route]
globalRoute.totalOverflow = 0
grt_pass1_wl_um = 30470
grtUsageTotal = 0.1413
grt_pass1_vias = 6538
grt_max_degree = 67
grt_antenna_before_repair = 0

[synth]
ys_chip_area_um2 = 10650
syn-cell-area_um2 = 10650
synth_flops = 224
syn_inst = 1005
yosys_cells = 1005
edf_count = 139
yosys_warnings = 5
avgSynthCellArea_um2 = 10.60
synth_cell_types = 63
synthArstFlopShare = 0
synth_seq_share = 0.5515
synthFlopType = edfxtp_1

[place]
gp_congestion = 0.8121
io_buffers = 3
dp.cells = 1317
dp_hpwl_um = 11280

[min_path]
hold_class = register to register

[power]
powerDensity_nw_per_um2 = 223.6
leakage_nw = 4.179
ir_drop_v = 0.0001625

[final timing paths]
| path | startpoint | end | slack, ps | cells after the start |
|---|---|---|---|---|
| hold reg to reg | u_vio.cmd.u_rx.r_rx_d$_DFF_P_ | u_vio.cmd.u_rx.r_rx$_DFF_P_ | 330 | 0 |
| hold / removal | u_vio.cmd.u_rx.r_rx_d$_DFF_P_ | u_vio.cmd.u_rx.r_rx$_DFF_P_ | 330 | 0 |
| setup reg to reg | u_vio.buttons[14]$_SDFFE_PP0P_ | display[12]$_SDFFE_PP0P_ | 4110 | 8 |
| setup / recovery | u_vio.buttons[14]$_SDFFE_PP0P_ | display[12]$_SDFFE_PP0P_ | 4110 | 8 |
[critical path: stages, from the launching register on]
cell and delay, ps:
dfxtp_2 480, buf_4 400, ha_1 360, a211oi_1 340, o21ai_0 190, a41o_1 290, a2111oi_0 630, nor3_2 110
a311o_2 360
[logic make-up after synthesis]
| group | synth area share |
|---|---|
| buffers and inverters | 0.02584 |
| AND/OR/NAND/NOR | 0.2040 |
| multiplexers | 0.04709 |
| AND-OR/OR-AND | 0.07716 |
| adder cells (fa/ha/maj) | 0.03359 |
| flip-flops | 0.5515 |
| XOR/XNOR | 0.06083 |
[layer usage]
metal | GRT usage | share of wire
met1 | 0.2268 | 0.51
met2 | 0.2122 | 0.44
met3 | 0.02521 | 0.032
met4 | 0.02627 | 0.018
met5 | 0 | 0
[Yosys cell counts (3+ instances only)]
cell type	n	area, um^2
mux2_2	25	281.5
and4_1	8	70.07
or3_1	13	81.33
and2_1	39	244.0
xor2_1	43	376.6
o31ai_1	4	30.03
nor2b_1	23	143.9
a21o_1	5	37.54
buf_2	7	35.03
nor4_1	4	25.02
dfxtp_1	85	1702
a211oi_1	24	180.2
nand2_1	91	341.6
a21oi_1	40	200.2
nand4_1	16	100.1
nand3b_1	3	22.52
clkbuf_1	26	97.59
a31oi_1	5	31.28
xnor2_1	31	271.5
nor4b_1	11	96.34
o2111ai_1	3	26.28
nand2b_1	3	18.77
edfxtp_1	139	4174
buf_1	3	11.26
or2_2	10	62.56
ha_1	27	337.8
and3_1	13	81.33
o211ai_1	4	30.03
inv_1	30	112.6
o21ai_0	19	95.09
mux2i_1	22	220.2
nor3_1	22	110.1
nand3_1	29	145.1
nor2_1	142	533.0
[power by group]
group | total (mW) | internal (mW) | switching [mW]
Clock | 1.18 | 0.698 | 0.477
Combinational | 0.0874 | 0.0334 | 0.0540
Sequential | 1.38 | 1.36 | 0.0256
[per-stage QoR]
step           worst slack, ps  power, mW  instance area (um^2)  hold WS [ps]
6_report                  4107      2.646                 11830         333.5
3_3_place_gp              4143      1.497                 11050         318.6
4_1_cts                   4113      2.683                 11830         332.8
2_1_floorplan             4564      1.472                 10650         309.6
5_1_grt                   3835      2.748                 11830         350.1
3_5_place_dp              4137      1.498                 11050         319.2
[layout make-up]
class	instances	area, um^2
tap	335	419.2
fill	2379	14220
timing repair buffer	15	120.1
multi-input combinational	713	4516
clock buffer	36	706.9
clock inverter	10	81.33
sequential	224	5878
inverter	30	112.6
Power is estimated from default activity; no workload was simulated.
